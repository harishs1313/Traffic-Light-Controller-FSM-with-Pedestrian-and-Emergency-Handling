### flow/config.mk
export PLATFORM = sky130hd
export DESIGN_NAME = TrafficLightController
export DESIGN_NICKNAME = TrafficLightController
export VERILOG_FILES = /design/flow/design.v
export SDC_FILE = /design/flow/constraint.sdc
export NUM_CORES = 4
export LEC_CHECK = 1
export CORE_AREA = 10 10 93 93
export DIE_AREA = 0 0 103 103
### flow/constraint.sdc
current_design TrafficLightController

set clk_period 2.1
set clk_io_pct 0.2

create_clock -name clk0 -period $clk_period [get_ports {clk}]

set non_clock_inputs [all_inputs -no_clocks]
set_input_delay [expr $clk_period * $clk_io_pct] -clock clk0 $non_clock_inputs
set_output_delay [expr $clk_period * $clk_io_pct] -clock clk0 [all_outputs]
### flow/design.v
`timescale 1ns / 1ps
module TrafficLightController (
    input clk,
    input reset,
    input pedestrian_req,
    input emergency,
    output reg red,
    output reg yellow,
    output reg green,
    output reg ped_red,
    output reg ped_green
);
parameter RED = 0, RED_YELLOW = 1, GREEN = 2, YELLOW = 3,
          PED_GREEN = 4, EMERGENCY_GREEN = 5;
reg [2:0] state, next_state;
reg [3:0] timer;   
always @(posedge clk or posedge reset) begin
    if (reset) begin
        state <= RED;
        timer <= 0;
    end else begin
        state <= next_state;
        if (timer > 0)
            timer <= timer - 1;
    end
end
always @(*) begin
    case(state)
        RED: begin
            if (emergency)
                next_state = EMERGENCY_GREEN;
            else if (timer == 0)
                next_state = RED_YELLOW;
            else
                next_state = RED;
        end
        RED_YELLOW: begin
            if (timer == 0)
                next_state = GREEN;
            else
                next_state = RED_YELLOW;
        end
        GREEN: begin
            if (emergency)
                next_state = EMERGENCY_GREEN;
            else if (timer == 0)
                next_state = YELLOW;
            else
                next_state = GREEN;
        end
        YELLOW: begin
            if (pedestrian_req)
                next_state = PED_GREEN;
            else if (timer == 0)
                next_state = RED;
            else
                next_state = YELLOW;
        end
        PED_GREEN: begin
            if (timer == 0)
                next_state = RED;
            else
                next_state = PED_GREEN;
        end
        EMERGENCY_GREEN: begin
            if (timer == 0)
                next_state = YELLOW;
            else
                next_state = EMERGENCY_GREEN;
        end
        default: next_state = RED;
    endcase
end
    always @(posedge clk or posedge reset) begin
        if (reset) begin
            red <= 1;
            yellow <= 0;
            green <= 0;
            ped_red <= 1;
            ped_green <= 0;
            timer <= 4;
        end else begin
            case (state)
                RED: begin
                    red <= 1;
                    yellow <= 0;
                    green <= 0;
                    ped_red <= 1;
                    ped_green <= 0;
                    if (timer == 0)
                        timer <= 4;
                end
                RED_YELLOW: begin
                    red <= 1;
                    yellow <= 1;
                    green <= 0;
                    ped_red <= 1;
                    ped_green <= 0;
                    if (timer == 0)
                        timer <= 2;
                end
                GREEN: begin
                    red <= 0;
                    yellow <= 0;
                    green <= 1;
                    ped_red <= 1;
                    ped_green <= 0;
                    if (timer == 0)
                        timer <= 5;
                end
                YELLOW: begin
                    red <= 0;
                    yellow <= 1;
                    green <= 0;
                    ped_red <= 1;
                    ped_green <= 0;
                    if (timer == 0)
                        timer <= 3;
                end
                PED_GREEN: begin
                    red <= 1;  
                    yellow <= 0;
                    green <= 0;
                    ped_red <= 0;
                    ped_green <= 1;
                    if (timer == 0)
                        timer <= 6;  
                end
                EMERGENCY_GREEN: begin
                    red <= 0;
                    yellow <= 0;
                    green <= 1;  
                    ped_red <= 1;
                    ped_green <= 0;
                    if (timer == 0)
                        timer <= 6;
                end
                default: begin
                    red <= 1;
                    yellow <= 0;
                    green <= 0;
                    ped_red <= 1;
                    ped_green <= 0;
                    timer <= 4;
                end
            endcase
        end
    end
endmodule
### flow/run.sh
#!/bin/bash
# OpenROAD 26Q1-2900-gdf79404cd8, Yosys 0.63+post, stock flow scripts
make -C /OpenROAD-flow-scripts/flow DESIGN_CONFIG=/design/flow/config.mk WORK_HOME=/design/flow/orfs finish
==> impl_metrics.py <==
# Flow results
metrics = {
    "status": {
        "firstError": "ERROR: Found 3 problems in 'check -assert'.",
        "haltStage": "synthesis (1_2_yosys)",
        "status": "stopped before the end",
    },
    "synthesis": {
        "ys.flops": 17,
        "synth_cell_type_count": 22,
        "ys_area_um2": 700.7,
        "ys_cells": 64,
        "ys.warnings.count": 1,
        "ys_seq_share_pct": 61.43,
    },
}
-- logic make-up after synthesis --
kind of cell	after synthesis	share of synthesized area [%]
AND/OR/NAND/NOR	26	18.22
buffers and inverters	7	4.286
flip-flops	17	61.43
multiplexers	1	1.607
AND-OR/OR-AND	10	9.642
XOR/XNOR	1	1.250
adder cells (fa/ha/maj)	2	3.571
-- cell usage after synthesis, drive strengths merged --
cell     n  area share (%)
dfrtp   13              46
nand2    9             4.8
nor2     7             3.8
inv      6             3.2
dfstp    4              15
o21ai    4             2.9
a21oi    3             2.1
nor3     3             2.1
ha       2             3.6
a211oi   1             1.8
and2     1             1.1
and2b    1             1.3
buf      1             1.1
mux2     1             1.6
nand2b   1            0.89
nand3    1            0.71
nor2b    1            0.89
nor4     1             1.8
o21bai   1             1.1
o22ai    1             1.8
or2      1            0.89
xnor2    1             1.3
